$ cat flow/design.v
module mux3to1by5
(
output [4:0] out,
input  [1:0]      address,
input  [4:0] input0, input1, input2
);
  wire [4:0] mux [2:0];
  assign mux[0] = input0;
  assign mux[1] = input1;
  assign mux[2] = input2;
  assign out = mux[address];
endmodule
$ cat flow/run.sh
#!/bin/bash
# OpenROAD 26Q1-2900-gdf79404cd8, Yosys 0.63+post, stock flow scripts
make -C /OpenROAD-flow-scripts/flow DESIGN_CONFIG=/design/flow/config.mk WORK_HOME=/design/flow/orfs finish
$ cat flow/config.mk
export PLATFORM = sky130hd
export DESIGN_NAME = mux3to1by5
export DESIGN_NICKNAME = mux3to1by5
export VERILOG_FILES = /design/flow/design.v
export SDC_FILE = /design/flow/constraint.sdc
export NUM_CORES = 4
export LEC_CHECK = 1
export CORE_AREA = 10 10 70 70
export DIE_AREA = 0 0 80 80
$ cat flow/constraint.sdc
current_design mux3to1by5

set clk_period 1.2
set clk_io_pct 0.2

create_clock -name clk0 -period $clk_period

set non_clock_inputs [all_inputs -no_clocks]
set_input_delay [expr $clk_period * $clk_io_pct] -clock clk0 $non_clock_inputs
set_output_delay [expr $clk_period * $clk_io_pct] -clock clk0 [all_outputs]
==> qor.txt <==
Top-area cell share: 31.6%
GRT overflow: 0
ANT nets after route: 0
leak pwr: 0.205 nW
Setup crit end kind: primary output
Total Routing Usage GR: 2.36%
adder share: 21.1%
Placeable Area: 3420 sq um
XOR Share, Synth: 0%
M1 GR Usage: 3.43%
outcome: finished, violations left
fin crit share: 100%
Setup crit start kind: input pin
Main area contributors: a22oi_1, ha_1, o21ai_1
grt met2 use: 3.05%
Yosys chip area: 119 sq um
DR iter-0 viols: 8
Post-CTS Hold Fix Bufs: 0
1st-pass router iterations: 2
Top logic family: AND-OR/OR-AND gates
area growth from synthesis to layout: 315%
GP Congestion: 0.770
DRC viols: 0
max-cap violations: 0
cell taking the most area after synthesis: a22oi_1
detailed-route via count: 253
met3 Usage GRT: 1.36%
Slew @ Worst Pin: 163 ps
max-slew violation count: 0
Log Warnings: 34
WP data required: 960 ps
Peak VDD IR: 0.0501 mV
port bufs: 22
Crit path arrival time: 960 ps
Min-Delay Path Class: in2out
post-layout util: 14.4%
share of post-route cells with drive strength above 1: 59.1%
final hold vios: 0
hpwl dp: 631 um
Mapped Avg Cell Area: 5.94 sq um
Die Size: 6400 sq um
vias in the first global route: 244
grt peak-use layer: met1
Reg area: 0 sq um
initial antenna violation count: 0
worst-path fanout max: 5
aoi share: 52.6%
simple-gate share of the synthesized area: 15.8%
Setup TNS: -7.04 ps
final worst slack: -4.58 ps
# fillers: 382
Fmax: 0.830 GHz
minimum clock period: 1200 ps
flop count: 0
Via density: 2.81
Setup violations, final: 2
Mapped Area: 119 sq um
drt total wl: 904 um
width of the die: 80 um
RSZ-0062 raised after global routing: yes
wire per inst: 10.0 um
die height: 80 um
pin count of the biggest net entering global routing: 6
IO Count: 22
Slew HR: 89.1%
mux share: 0%
top cells by count: a22oi_1, nand2_1, o21ai_1, ha_1, inv_1
yosys cell count: 20
first-pass GRT wire length: 1270 um
register area share after synthesis: 0%
YS warnings: 1
row count: 21
clock buffers: 0
violated checks: negative setup slack
ANT cells: 0
FP Core Util: 3.48%
worst setup path class: in2out
cell count after synthesis: 20
Power Dens Cells: 366 nW/um^2
Yosys cell types: 6
[critical path, stage by stage]
cell and delay [ps]:
buf_8 100, inv_4 50, ha_4 210, buf_6 130, o21ai_2 120, buf_2 120
[power breakdown]
group	switching [mW]	internal [mW]	leakage, nW
sequential	0	0	0
clock	0	0	0
combinational	0.0702	0.110	0.205
total	0.0702	0.110	0.205
[routing by layer]
metal / vias up / share of wire (%)
met1: 110 / 52
met3: 0 / 15
li1: 122 / -
met4: 0 / 0
met2: 21 / 32
met5: - / 0
[placed cells by master (no fill, tap or decap), types with 2 or more instances in the layout]
cell type	synthesis	layout
o21ai_2	0	3
ha_4	0	2
dlygate4sd2_1	0	11
a22oi_2	0	5
buf_2	0	5
clkdlybuf4s50_1	0	4
nand2_2	0	2
o21ai_1	5	2
nand2_4	0	3
buf_6	0	3
[cell families (layout without fill, tap and decap cells)]
family,count (synthesis),in the layout
compound gates,10,10
simple gates,5,5
fa+ha+maj,2,2
buf+inv,3,27
[stage by stage]
stage                     hold WS, ps  cells  cell area, sq um  setup WS, ps  total power, mW
final                             913     90               493         -4.58            0.181
after global routing              938     90               493         -37.8            0.193
after CTS                         908     90               469         0.937            0.165
after detailed placement         1390     88               399          -868            0.134
after global placement           1390     88               399          -863            0.133
after floorplan                   538     20               119           162           0.0339
[worst paths after layout]
| kind | depth (start not counted) | from | to |
|---|---|---|---|
| worst max-delay path | 6 | address[0] | out[0] |
| worst min-delay path | 4 | input0[2] | out[2] |
[area by class of cell]
cell class	instances	area, sq um	share of cell area [%]
inverters	2	10.0	2.03
repair buffers	25	230	46.7
multi-input cells	17	195	39.6
well taps	46	57.6	11.7
[what timing repair did]
action                                  in CTS  in global routing
pin swaps                                    8                  5
buffers inserted                             2                  0
resized                                     57                  7
endpoints found under the setup margin       5                  5
No activity file was given, so power comes from the tool's default toggle rates.
